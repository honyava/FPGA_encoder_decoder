### constraint.sdc
current_design hamming_decoder_11_7

set clk_period 3.8
set clk_io_pct 0.2

create_clock -name clk0 -period $clk_period [get_ports {clk}]

set non_clock_inputs [all_inputs -no_clocks]
set_input_delay [expr $clk_period * $clk_io_pct] -clock clk0 $non_clock_inputs
set_output_delay [expr $clk_period * $clk_io_pct] -clock clk0 [all_outputs]
### design.v
module hamming_decoder_11_7 (
    input [10:0] encoded_in,    
    input areset_n,             
    input clk,                  
    output reg [6:0] data_out,  
    output reg error_flag,      
    output reg corrected_flag   
);
    reg [3:0] syndrome;     
    reg [10:0] corrected;   
    wire s1 = encoded_in[0];    
    wire s2 = encoded_in[1];    
    wire s4 = encoded_in[3];    
    wire s8 = encoded_in[7];    
    wire [6:0] data_in = {encoded_in[10], encoded_in[9], encoded_in[8], encoded_in[6], encoded_in[5], encoded_in[4], encoded_in[2]};  
    always @(posedge clk or negedge areset_n) begin
        if (!areset_n) begin
            data_out <= 7'b0;
            error_flag <= 0;
            corrected_flag <= 0;
        end else begin
            syndrome[0] <= s1 ^ encoded_in[2] ^ encoded_in[4] ^ encoded_in[6] ^ encoded_in[8] ^ encoded_in[10];
            syndrome[1] <= s2 ^ encoded_in[2] ^ encoded_in[5] ^ encoded_in[6] ^ encoded_in[9] ^ encoded_in[10];
            syndrome[2] <= s4 ^ encoded_in[4] ^ encoded_in[5] ^ encoded_in[6];
            syndrome[3] <= s8 ^ encoded_in[8] ^ encoded_in[9] ^ encoded_in[10];
            if (syndrome != 4'b0000) begin
                error_flag <= 1;
                corrected <= encoded_in;
                corrected[syndrome] <= ~corrected[syndrome];  
                corrected_flag <= 1;
                data_out <= {corrected[10], corrected[9], corrected[8], corrected[6], corrected[5], corrected[4], corrected[2]};  
            end else begin
                error_flag <= 0;
                corrected_flag <= 0;
                data_out <= data_in;   
            end
        end
    end
endmodule
### config.mk
export PLATFORM = sky130hd
export DESIGN_NAME = hamming_decoder_11_7
export DESIGN_NICKNAME = hamming_decoder_11_7
export VERILOG_FILES = /design/flow/design.v
export SDC_FILE = /design/flow/constraint.sdc
export NUM_CORES = 4
export LEC_CHECK = 1
export CORE_AREA = 10 10 93 93
export DIE_AREA = 0 0 103 103
### run.sh
#!/bin/bash
# OpenROAD 26Q1-2900-gdf79404cd8, Yosys 0.63+post, stock flow scripts
make -C /OpenROAD-flow-scripts/flow DESIGN_CONFIG=/design/flow/config.mk WORK_HOME=/design/flow/orfs finish
==> run summary <==
Yosys Warn Count = 1
maximum vdd ir drop = 120 uV
CTS tree = done
unrepaired setup endpoints after global routing = no
WL per Instance = 14.0 um
max_cap viols = 0
CTS max path bufs = 2
Log Warnings = 28
cell family with most CP delay = multiplexers
Setup crit start kind = flip-flop
Worst Hold Depth = 2
CTS buffer count = 3
die area = 10,600 um^2
Critical Path End Type = flip-flop
final non-filler cell total = 229
final worst-path cycle share = 68.7%
clock slew at reported path FFs = 80 ps
Cell Area, Placed = 1660 um^2
Top-area cell share = 32.6%
worst hold path startpoint = corrected[6]
number of cells in Yosys stat = 128
CP Depth = 7
Setup Skew = 2.20 ps
buffer-and-inverter tally for the worst setup path = 1
Post-Syn Area = 1380 um^2
first-pass GRT wire length = 5240 um
CP arrival = 2630 ps
grt ovf = 0
status = finished, final reports clean
Worst-Margin Slew = 530 ps
min cycle time layout = 2610 ps
Setup Buffers After CTS = 0
number of I/O pins = 22
WL final = 3200 um
number of DRC markers in iteration 0 = 122
Setup WS pre-CTS = 1230 ps
final setup vio count = 0
reg2reg end = corrected[8]
Critical-path top delay cell = edfxtp_1
final worst slack = 1190 ps
Post-Layout Inst Area = 1710 um^2
Hold Path Sink = data_out[3]
hpwl dp = 2560 um
worst endpoint required time = 3820 ps
Synth area leaders = edfxtp_1, dfrtp_1, nand2_1
f_max = 383 MHz
reg2reg start = syndrome[0]
relative slew slack = 64.6%
DR vias = 1,012
dpl cells = 225
Internal = 0.515 mW
Clk pwr share = 19.7%
Yosys top cell by area = edfxtp_1
Setup Crit Path Kind = flip-flop to flip-flop
port bufs = 21
Placer Congestion = 0.875
Power Dens Cells = 443 nW/um^2
Yosys top cell by instances = nand2_1
pin count of the biggest net entering global routing = 14
CTS H-tree depth = 1
count of hold-fix buffers inserted at cts = 0
sw frac = 32.1%
sequential share of power = 45.7%
Post-synth top cells = nand2_1, edfxtp_1, xnor2_1
Root Driver = clkbuf_8
Core Util at FP = 20.4%
yosys stat chip area = 1380 um^2
FF-to-FF path depth = 7
HP Class = flip-flop to flip-flop
Via density = 4.42
crit-path cells = inv_1, ha_1, o21ai_0, mux2_2, o21ai_1, nand3_1, mux2_2
number of global-route vias before repair = 1,047
Pins Over Slew Limit = 0
Final ANT Viol Nets = 0
die height = 103 um
DRC viols = 0
flop-to-flop setup slack = 1190 ps
synthesized flop and latch total = 23
Gates resized, CTS repair = 0
Comb pwr share = 34.5%
Async SR Flop Fraction = 34.8%
layout cells sized above 1 = 12.8%
final hold violation count = 0
Commonest flop = edfxtp_1
router iterations before antenna repair = 4
ANT cells = 0
Latency at later pin = 260 ps
initial antenna violation count = 0
CP most frequent cell = mux2_2
Site Rows = 30
P&R area growth vs syn = 23.9%
Seq share, synth = 47.1%
count of cell types in the netlist = 36
Setup TNS = 0 ps
clk sink count = 23
Post-synth EDFFs = 15
WHS = 492 ps
Sw Pwr = 0.243 mW
Worst Path Max Fanout = 10
Synth Instances = 128
core box area = 6760 um^2
total track usage = 6.20%
Crit path largest cell delay = 560 ps
die width = 103 um
Synth Area per Inst = 10.8 um^2
P_leak = 0.624 nW
==> final cells by class <==
type	instances	area (um^2)
Fill cell	721	5050
Tap cell	80	100
Clock buffer	3	41.3
Clock inverter	1	5.00
Sequential cell	23	651
Multi-Input combinational cell	96	681
Timing Repair Buffer	22	218
Inverter	4	15.0
==> power by group through the flow <==
stage	Combinational, mW	Sequential [mW]	Clock (mW)
5_1_grt	0.289	0.352	0.164
6_report	0.262	0.347	0.150
4_1_cts	0.263	0.348	0.154
==> worst min-delay path, stage by stage (launching register included) <==
cell	delay [ps]
edfxtp_1	350
nand2_1	50
nand2_1	50
==> registers in the layout, indices dropped and copies added, names as in the netlist <==
name	flops
syndrome	4
error_flag	1
data_out	7
corrected	11
==> worst max-delay path by stage <==
stage	start	endpoint	slack, ps
4_1_cts	syndrome[0]	corrected[8]	1220
5_1_grt	syndrome[0]	corrected[8]	1040
6_report	syndrome[0]	corrected[8]	1190
==> cell usage in the layout, fill, tap and decap left out, types with 2 or more instances in the layout <==
cell | netlist | final
edfxtp_1 | 15 | 15
clkbuf_8 | 0 | 3
nor2_1 | 6 | 6
nor3_1 | 3 | 3
a32o_1 | 5 | 5
a22o_2 | 2 | 2
o21ai_0 | 3 | 3
dfrtp_1 | 8 | 8
nand3_1 | 3 | 3
mux2_2 | 4 | 4
xnor2_1 | 12 | 12
and2_1 | 2 | 2
a21oi_1 | 3 | 3
nand2_1 | 31 | 31
ha_1 | 4 | 4
clkdlybuf4s50_1 | 0 | 21
inv_1 | 3 | 3
xor2_1 | 2 | 2
==> through the flow <==
step | util [%] | total power, mW
final | 25.3 | 0.758
after global routing | 25.3 | 0.805
after CTS | 25.3 | 0.764
after detailed placement | 24.6 | 0.614
after global placement | 24.6 | 0.616
after floorplan | - | 0.520
==> routing by layer <==
metal	GRT usage [%]	vias up	wire, um
met3	2.03	5	193
met2	9.75	35	1510
met1	8.39	477	1440
met5	0	-	0
met4	0.856	0	52
li1	-	495	-
==> cells by family after synthesis <==
family	Yosys count	synth area share, %
AND-OR/OR-AND	21	13.0
XOR/XNOR	14	8.89
adder cells (fa/ha/maj)	4	3.63
buffers and inverters	9	3.54
flip-flops	23	47.1
multiplexers	7	7.52
AND/OR/NAND/NOR	50	16.3
No activity file was given, so power comes from the tool's default toggle rates.
